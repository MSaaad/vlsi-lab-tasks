==> ./design.v <==
`timescale 1ns / 1ps
module alu_code(
    input [7:0] a,
    input [7:0] b,
    output [7:0] x,
    output [3:0] flag,
    input [2:0] opcode
    );
reg [7:0] regis;
	reg carry;
always @(a or b or opcode)
begin
	regis <= 8'b0;
	carry <= 1'b0;
	case(opcode)
	3'b000:{carry,regis} <= a+b;
	3'b001:{carry,regis} <= a - b;
	3'b010:regis <= a<<1;
	3'b011:regis <= a>>1;
	3'b100:regis <= a&b;
	3'b101:regis <= a^b;
	3'b110:regis <= ~a;
	3'b111:regis <= a|b;
	endcase
end
assign x = regis;
assign flag[0] = regis[7];
assign flag[1] = carry;
assign flag[2] = (regis == 8'b0);
assign flag[3] = (a[7] & b[7] & ~regis[7]) | (a[7] & ~b[7] & regis[7]);
endmodule
==> ./run.sh <==
#!/bin/bash
# OpenROAD 26Q1-2900-gdf79404cd8, Yosys 0.63+post, stock flow scripts
make -C /OpenROAD-flow-scripts/flow DESIGN_CONFIG=/design/flow/config.mk WORK_HOME=/design/flow/orfs finish
==> ./config.mk <==
export PLATFORM = sky130hd
export DESIGN_NAME = alu_code
export DESIGN_NICKNAME = alu_code
export VERILOG_FILES = /design/flow/design.v
export SDC_FILE = /design/flow/constraint.sdc
export NUM_CORES = 4
export LEC_CHECK = 1
export CORE_AREA = 10 10 79 79
export DIE_AREA = 0 0 89 89
==> ./constraint.sdc <==
current_design alu_code

set clk_period 7.9
set clk_io_pct 0.2

create_clock -name clk0 -period $clk_period

set non_clock_inputs [all_inputs -no_clocks]
set_input_delay [expr $clk_period * $clk_io_pct] -clock clk0 $non_clock_inputs
set_output_delay [expr $clk_period * $clk_io_pct] -clock clk0 [all_outputs]
==> impl_metrics.ini <==
; yosys + openroad results
[worst_setup_path]
crit_type = in -> out
cp-start-kind = input port
end_kind = primary output
cp_data_required_time_ps = 6320
arrival_ps = 4760
cp_max_fo = 9

[placement]
port_buffers = 31
hpwl_um = 3140
dpl.cell_count = 267
gp_congestion = 0.890

[cells_and_area]
stdcell_count = 267
drive_above_1_share_pct = 5.63
regArea_um2 = 0
clkbuf_count = 0
area_growth_pct = 21.7
fillers = 504
flops = 0

[synthesis]
top_cell = ha_1
avgSynthCellArea_um2 = 7.30
mux_share_pct = 7.23
yosys_warnings = 1
ys_sh_xor_pct = 2.50
largest_area_cell = ha_1
postSynthSeqShare_pct = 0
ys_cells = 192
yosysTopAreaCellShare_pct = 21.4
topCellsByArea = ha_1 (21%), inv_1 (6.2%), a21oi_1 (5.0%), nor2_1 (4.0%), nor2b_1 (4.0%)
ys_sh_simple_pct = 20.6
common_cells = ha_1 (24), inv_1 (23), nor2_1 (15), a21oi_1 (14), nand2_1 (14)
adder_share_pct = 24.3
yosysChipArea_um2 = 1400
top_logic_kind = AND-OR/OR-AND gates
syn-cell-area_um2 = 1400
syn-instance-count = 192
yosys.area_share.aoi_pct = 32.6
yosys.cell_types.count = 56

[hold_path]
hold_depth = 5
min_from = b[7]
hold-path-endpoint = flag[1]
holdCritPathClass = in -> out

[grt]
grt_pass1_vias = 1420
grt_first_pass_wirelength_um = 6640
grt_overflow = 0
grt_max_degree = 21
antenna_found_initial = 0
track_usage_pct = 10.0

[final_timing]
setup_viol = 0
rsz0062_at_grt = false
finalHoldViolCount = 0
drv_slew = 0
max_freq_ghz = 0.158
min_period_over_period_pct = 80.2
fin_setup_tns_ps = 0
relSlewSlack_pct = 52.2
tightestPinTransition_ps = 714
final.min_clock_period_ps = 6340

[route]
drt-pass1-iter-count = 4
drc = 0
drtIter0Drc = 136
wl_met3_um = 218
vias = 1394
routed_wl_um = 3790
via_per_inst = 5.22
antenna_left = 0
diodes = 0
top_layer = met3
wl_met1_um = 1850
wl_met2_um = 1720
wl_per_cell_um = 14.2

[job]
warnings = 48
max_cap_violations = 0

[floorplan]
num_io_pins = 31
die_h_um = 89
die_area_um2 = 7920
design.core.area_um2 = 4660
std_cell_rows = 25
die-width_um = 89
fp_util_pct = 30.1

[pwr]
power_density_nw_per_um2 = 65.8
ir_drop_mv = 0.0198
p_leak_uw = 0.000761

[clock_tree]
post_cts_buffers = 0
hold_buffers = 0
ctsResizeCount = 0

[outcome]
status = completed
-- cell usage in the layout, fill, tap and decap left out, drive strengths merged, types with 2 or more instances in the layout --
cell type and instances:
o31ai 2, nor2 15, nand3b 2, fa 2, mux2i 3, mux2 2, nor4 2, mux4 2
nor2b 9, and2 2, buf 2, clkdlybuf4s50 31, o22ai 3, nand2b 3, a2bb2oi 2, xnor2 3
o21ai 11, a211oi 4, a221o 3, a21oi 14, a2111oi 2, nand2 14, inv 24, o21bai 4
ha 24, a21o 4, a32oi 2, nor3 4
-- worst max-delay path: stages --
cell and delay [ps]:
clkdlybuf4s50_1 520, inv_1 90, ha_1 450, o21ai_1 110, nor2_1 270, a2111oi_2 130
o311a_1 370, mux2_2 270, o22ai_2 210, mux2_1 350, clkdlybuf4s50_1 410
-- kinds of logic (layout without fill, tap and decap cells) --
family	after synthesis	count (layout)
compound gates	63	63
mux	7	7
buf+inv	36	57
simple gates	56	56
xor+xnor	4	4
fa+ha+maj	26	26
-- layout make-up --
cell class / instances / area [um^2] / area share (%)
inverter: 24 / 90.1 / 5.28
multi-input combinational: 156 / 1220 / 71.7
tap: 54 / 67.6 / 3.96
timing repair buffer: 33 / 325 / 19.1
-- per-layer routing --
layer / up-vias / global-route usage (%)
li1: 727 / -
met1: 636 / 14.1
met4: 0 / 0
met3: 0 / 1.38
met2: 31 / 16.8
met5: - / 0
-- where the power goes --
part / internal, uW / switching, uW / total, uW
Combinational: 58.2 / 54.0 / 112
Clock: 0 / 0 / 0
Sequential: 0 / 0 / 0
Total: 58.2 / 54.0 / 112
-- how the worst max path moves through the flow --
stage | end | slack [ps] | start | cells after the start
4_1_cts | flag[2] | 1540 | a[1] | 11
5_1_grt | flag[2] | 1270 | a[1] | 11
6_report | flag[3] | 1560 | a[2] | 11
-- per-stage QoR --
step / utilization [%] / total power, uW / area, um^2 / hold slack (ps) / setup WS (ps)
after global placement: 36.6 / 113 / 1710 / 4340 / 1540
after floorplan: - / 72.5 / 1400 / 3340 / 2840
after global routing: 36.6 / 127 / 1710 / 4400 / 1270
after CTS: 36.6 / 113 / 1710 / 4340 / 1540
after detailed placement: 36.6 / 112 / 1710 / 4330 / 1550
final: 36.6 / 112 / 1710 / 4320 / 1560
No activity file was given, so power comes from the tool's default toggle rates.
