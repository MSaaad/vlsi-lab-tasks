<file path="flow/config.mk">
export PLATFORM = sky130hd
export DESIGN_NAME = moore_machine
export DESIGN_NICKNAME = moore_machine
export VERILOG_FILES = /design/flow/design.v
export SDC_FILE = /design/flow/constraint.sdc
export NUM_CORES = 4
export LEC_CHECK = 1
export CORE_AREA = 10 10 70 70
export DIE_AREA = 0 0 80 80
</file>
<file path="flow/constraint.sdc">
current_design moore_machine

set clk_period 1.2
set clk_io_pct 0.2

create_clock -name clk0 -period $clk_period [get_ports {clk}]

set non_clock_inputs [all_inputs -no_clocks]
set_input_delay [expr $clk_period * $clk_io_pct] -clock clk0 $non_clock_inputs
set_output_delay [expr $clk_period * $clk_io_pct] -clock clk0 [all_outputs]
</file>
<file path="flow/design.v">
`timescale 1ns / 1ps
module moore_machine(
   input [1 :0] Inp,
	input reset,
	input clk,
	output [1 :0] Out_state,
	output y
    );
localparam S0 = 0, S1 = 1,S2 = 2, S3 = 3;
reg [1:0] state, nxtState;
reg Out;
always@(posedge clk)
begin
	if (reset) state <= S0;
	else state <= nxtState;
end
always@(*)
begin
	case(state)
	S0: begin
	if (~Inp[1]&~Inp[0]) nxtState <= S0;
	else if (~Inp[1]&Inp[0]) nxtState <= S1;
	else if (Inp[1]&~Inp[0]) nxtState <= S2;
	else if (Inp[1]&Inp[0]) nxtState <= S3;
	else nxtState <= S0;
	end
	S1: begin
	if (~Inp[1]&~Inp[0]) nxtState <= S1;
	else if (~Inp[1]&Inp[0]) nxtState <= S2;
	else if (Inp[1]&~Inp[0]) nxtState <= S3;
	else nxtState <= S1;
	end
	S2: begin
	if (~Inp[1]&~Inp[0]) nxtState <= S2;
	else if (~Inp[1]&Inp[0]) nxtState <= S3;
	else nxtState <= S2;
	end
	S3: begin
	nxtState <= S0;
	end
	default:begin
	end
	endcase
end
always@(*)
begin
Out <= 0;
	case(state)
	S0: Out <= 0;
	S1: Out <= 0;
	S2: Out <= 0;
	S3: Out <= 1;
	default: Out <=0;
	endcase
end
assign y = Out;
assign Out_state = state;
endmodule
</file>
<file path="flow/run.sh">
#!/bin/bash
# OpenROAD 26Q1-2900-gdf79404cd8, Yosys 0.63+post, stock flow scripts
make -C /OpenROAD-flow-scripts/flow DESIGN_CONFIG=/design/flow/config.mk WORK_HOME=/design/flow/orfs finish
</file>
==> flow_summary.yaml <==
# synthesis and place-and-route metrics
power:
  p_per_area_nw_per_um2: 883
  p_leak_nw: 0.167
  ir_worst_vdd_mv: 0.152
final_layout:
  top_regs: "state x2"
  fin_cells: 82
  largest_reg_flops: 2
  final_area_um2: 385
  syn2layout_area_growth_pct: 105
  fillCellCount: 394
  layout-drive-gt1-share: 0.583
  logic_area_um2: 156
  ff_latch_area_um2: 42.5
  regMostFlops: "state"
placement:
  post_dp_cell_area_um2: 350
  routabilityCongestion: 0.681
  dp_slack_ns: -0.626
  io_buffers: 6
  dp_cells: 78
route:
  wirelength_um: 569
  vias: 199
  vias_per_cell: 2.43
  wl_per_cell_um: 6.94
  insertedDiodeCount: 0
  drtIter0Drc: 11
  ant_nets: 0
  drtPass1Iterations: 2
  route.detailed.drc: 0
global_routing:
  grt_max_degree: 6
  antenna_found_initial: 0
  grt_pass1_wl_um: 738
  grt.total_usage: 0.0143
  grt-ovfl-total: 0
  grt_pass1_vias: 187
job:
  cap_viol_max_count: 0
  warning_count: 30
hold_path:
  hp-class: "primary input to flip-flop"
final_timing:
  finalClockSkew_ns: 0.000588
  worst_pin_slew_ns: 0.158
  setup_tns_ns: 0
  fmaxAchievable_mhz: 855
  finalCritPeriodShare: 0.974
  hold_ws_ns: 0.590
  finalCriticalPeriod_ns: 1.17
  maxSlewHeadroom: 0.894
  rsz0062_at_grt: "false"
  finalMaxSlewViolations: 0
  finalWorstSetupSlack_ns: 0.0307
  hold_viol_final: 0
  finalSetupViolations: 0
logic_synthesis:
  avgSynthCellArea_um2: 9.38
  ys_ff: 2
  synth-seq-area-share: 0.213
  netlist_top_cells_area: "ha_1, dfxtp_1, nor2_4"
  yosysWarnings: 1
  yosys.cell_types.count: 14
  edf_count: 0
  synth_area_um2: 188
  synth_area_leader_cell: "ha_1"
  top_cells_by_count: "ha_1, dfxtp_1, inv_1"
  ys.flop_type: "dfxtp_1"
  netlist_instances: 20
  synth.most_common_cell: "ha_1"
  async_reset_ff_frac: 0
  yosys_cells: 20
  synth.top_cell.area_share: 0.333
  synth_chip_area_um2: 188
die:
  chipArea_um2: 6400
  initCoreUtil: 0.0549
  die_h_um: 80
  core_um2: 3420
  rows: 21
  chipWidth_um: 80
  ios: 7
worst_setup_path:
  reg2reg_slack_ns: 0.03
  cp.required_ns: 1.35
  crit_path_start_kind: "flip-flop"
  path_class: "flip-flop to flip-flop"
  crit_family: "simple AND/OR/NAND/NOR gates"
  slowest_stage: "or4_1"
  worstPathArrival_ns: 1.31
  crit_path_end_kind: "flip-flop"
  cp_max_fo: 5
  cp_num_buf_inv: 1
  crit_chain: "buf_4, or4_1, a31oi_1"
  critPathMaxStageDelay_ns: 0.47
clock_tree:
  cts_buffer_depth: 2
  clk_pin_slew_ns: 0.03
  cts_tree: "built"
  worstSkewPairLatency_ns: 0.22
  root_buffer: "clkbuf_4"
  numCtsBuffers: 3
  clkSinkCount: 2
  cts_hold_buffers: 0
  htree_levels: 1
status:
  status: "finished, final reports clean"
where the power goes:
| part | internal (mW) | switching [mW] |
|---|---|---|
| combinational | 0.0653 | 0.0429 |
| clock | 0.110 | 0.0381 |
| sequential | 0.0779 | 0.00567 |
area by class of cell:
cell class	instances	share of cell area
clock buffers	3	0.0584
inverters	2	0.0195
multi-input cells	16	0.406
flip-flops and latches	2	0.110
well taps	46	0.149
repair buffers	13	0.256
cells by family (layout without fill, tap and decap cells):
group / Yosys count / after routing / synth area share
AND/OR/NAND/NOR: 6 / 6 / 0.247
adder cells (fa/ha/maj): 5 / 5 / 0.333
AND-OR/OR-AND: 5 / 5 / 0.167
flip-flops: 2 / 2 / 0.213
buffers and inverters: 2 / 18 / 0.0400
worst paths after layout:
path              startpoint  endpoint  cells past startpoint
hold / removal         reset  state[1]                      2
setup reg to reg    state[0]  state[1]                      3
hold reg to reg     state[0]  state[1]                      3
setup / recovery    state[0]  state[1]                      3
metrics by stage:
step	power, mW	utilization
6_report	0.340	0.113
4_1_cts	0.348	0.112
5_1_grt	0.367	0.113
3_5_place_dp	0.187	0.103
2_1_floorplan	0.122	-
3_3_place_gp	0.182	0.103
layout by cell type (no fill, tap or decap):
cell type        synthesis  routed
a211oi_1                 1       1
ha_4                     0       1
a31oi_1                  1       1
buf_2                    0       2
o21a_1                   1       1
o21ai_0                  1       1
a21oi_1                  1       1
ha_1                     5       3
or4_1                    1       1
nor2_4                   1       1
clkdlybuf4s50_1          0       1
nand2b_2                 1       1
inv_2                    0       2
nand3b_1                 1       1
clkbuf_4                 0       3
dlygate4sd2_1            0       3
buf_4                    0       7
and2_4                   0       1
ha_2                     0       1
nor2_1                   1       1
dfxtp_2                  0       2
per-layer routing:
layer	up-vias	track usage	part of all wire
li1	101	-	-
met4	0	0.00704	0.037
met3	4	0.0114	0.16
met1	85	0.0165	0.47
met2	9	0.0185	0.33
met5	-	0	0
worst register-to-register path, stage by stage (launching register included):
cell and delay [ns]:
dfxtp_2 0.31, buf_4 0.14, or4_1 0.47, a31oi_1 0.17
repair_timing:
| action | CTS | global route |
|---|---|---|
| resized | 12 | 7 |
| pin swaps | 2 | 2 |
| endpoints found under the setup margin | 5 | 1 |
| buffers inserted | 1 | 0 |
Power is estimated from default activity; no workload was simulated.
